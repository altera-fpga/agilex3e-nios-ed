==> constraint.sdc <==
current_design pb_debounce

set clk_period 1.9
set clk_io_pct 0.2

create_clock -name clk0 -period $clk_period [get_ports {clk}]

set non_clock_inputs [all_inputs -no_clocks]
set_input_delay [expr $clk_period * $clk_io_pct] -clock clk0 $non_clock_inputs
set_output_delay [expr $clk_period * $clk_io_pct] -clock clk0 [all_outputs]
==> design.v <==
module pb_debounce(
    input wire clk,
    input wire [3:0]pb_in,
    output reg [3:0]pb_out
);
 parameter M = 8;
 reg [M:0]shift;
 always @ (posedge clk) 
 begin
   shift <= {shift[4:0],pb_in};
   if(~|shift)
     pb_out <= 1'b0;
   else if(&shift)
	  pb_out <= 1'b1;
   else pb_out <= pb_out;
 end
 endmodule
==> run.sh <==
#!/bin/bash
# OpenROAD 26Q1-2900-gdf79404cd8, Yosys 0.63+post, stock flow scripts
make -C /OpenROAD-flow-scripts/flow DESIGN_CONFIG=/design/flow/config.mk WORK_HOME=/design/flow/orfs finish
==> config.mk <==
export PLATFORM = sky130hd
export DESIGN_NAME = pb_debounce
export DESIGN_NICKNAME = pb_debounce
export VERILOG_FILES = /design/flow/design.v
export SDC_FILE = /design/flow/constraint.sdc
export NUM_CORES = 4
export LEC_CHECK = 1
export CORE_AREA = 10 10 70 70
export DIE_AREA = 0 0 80 80
==> flow_summary.yaml <==
# generated from flow reports
logic_synthesis:
  yosys_area_um2: 284
  syn_area_um2: 284
  synth.area.top_cells: "dfxtp_1, nor4_2, buf_4"
  yosysUniqueCellTypes: 8
  largest_area_cell: "dfxtp_1"
  ys_seq_frac: 0.705
  synth_warnings: 1
  ys_seq_elements: 10
  yosys_cells: 21
  top_area_frac: 0.705
  synth.avg_cell_area_um2: 13.5
  synthCells: 21
sta:
  min_period_over_period: 0.762
  setup_ws_ps: 452
  fin_skew_ps: 1.12
  setup_viol: 0
  setup-tns-final_ps: 0
  report.final.hold_viol_count: 0
  finalCriticalPeriod_ps: 1450
  slew_violations: 0
  rsz0062_at_grt: "no"
  fmax_mhz: 691
floorplan:
  io-pin-count: 9
  die_area_mm2: 0.00640
  initial_core_util: 0.0832
  coreArea_mm2: 0.00342
  die-height_um: 80
  die_x_um: 80
  rows: 21
pwr:
  power_density_mw_per_mm2: 921
  power_leakage_nw: 0.142
  peakVddDrop_uv: 274
layout:
  area_delta_synth_final_pct: 40.5
  fin_util: 0.117
  drive_above_1_share: 0.179
worst_setup_path:
  critPathCaptureType: "primary output"
  slowest_delay_ps: 470
  cp_cell_sequence: "clkdlybuf4s50_1"
  required_ps: 1520
  arrival_ps: 1070
  r2r_cells: 3
  cp_max_fo: 3
  crit_slowest_cell: "clkdlybuf4s50_1"
  critPathTopFamily: "buffers and inverters"
  startpoint_type: "flip-flop"
  cp.depth: 1
  crit_buf_inv: 1
  path_class: "flip-flop to primary output"
place:
  place_ws_ps: 711
  numPortBuffers: 5
  gp_congestion: 0.661
global_routing:
  antenna_found_initial: 0
  overflow: 0
  grt_max_degree: 6
  grt_usage: 0.0151
  grt_pass1_vias: 211
  grt_pass1_wl_um: 793
clock_tree:
  cts_hold_buf: 0
  cts_sinks: 10
  cts_resized: 0
  post_cts_buffers: 0
  clk_pin_slew_worst_paths_ps: 60
  cts-root-buf: "clkbuf_4"
  cts_max_level: 1
  cts_tree: "yes"
  cts_made_buffers: 3
  clock_path_buffers: 2
  clock_latency_ps: 250
drt:
  drcViolationCount: 0
  vias_per_cell: 2.22
  wl_um: 395
  ant_nets: 0
  drt_iter0_markers: 1
  first_pass_iters: 2
  wl_per_cell_um: 5.34
  antenna-diode-count: 0
  num_vias: 164
min_path:
  worst_hold_path_type: "flip-flop to flip-flop"
  holdPathStages: 0
flow_run:
  warnings: 25
  max_cap_viol_count: 0
run_status:
  outcome: "finished, final reports clean"
-- registers in the layout, indices dropped and copies added (netlist names) --
signal,cells
shift,9
pb_out,1
-- logic make-up after synthesis --
kind of cell           count (synthesis)  share of synthesized area
AND-OR/OR-AND                          2                     0.0573
AND/OR/NAND/NOR                        5                      0.145
other                                  1                     0.0132
flip-flops                            10                      0.705
buffers and inverters                  3                     0.0793
-- power by group --
group | leakage, nW | internal [mW] | total, mW | switching [mW]
Combinational | 0.0445 | 0.00884 | 0.0107 | 0.00187
Sequential | 0.0840 | 0.220 | 0.227 | 0.00693
Clock | 0.0138 | 0.0723 | 0.130 | 0.0573
-- cells in the mapped netlist, drive strengths merged --
cell    instances
nor4            2
buf             3
a21boi          1
dfxtp          10
conb            1
nor2            1
nand4           2
o22a            1
-- area by class of cell --
| type | instances | area, um^2 |
|---|---|---|
| flip-flops and latches | 10 | 200 |
| fillers | 410 | 3020 |
| repair buffers | 5 | 50.0 |
| well taps | 46 | 57.6 |
| multi-input cells | 10 | 68.8 |
| clock buffers | 3 | 22.5 |
-- layer usage --
layer / GRT usage / wire (um) / up-vias / part of all wire
met4: 0.00704 / 0 / 0 / 0
met2: 0.0241 / 202 / 7 / 0.51
li1: - / - / 83 / -
met1: 0.0135 / 152 / 74 / 0.38
met5: 0 / 0 / - / 0
met3: 0.0125 / 39 / 0 / 0.099
-- final timing paths --
kind | from | to | slack, ps
setup / recovery | pb_out[0] | pb_out[0] | 450
hold / removal | shift[2] | shift[6] | 370
setup reg to reg | shift[4] | pb_out[0] | 940
hold reg to reg | shift[2] | shift[6] | 370
-- cells in the final DEF, fill, tap and decap left out --
master / instances
dfxtp_1: 10
clkdlybuf4s50_1: 5
nor4_2: 2
a21boi_1: 1
clkbuf_4: 3
nand4_1: 2
nor2_1: 1
conb_1: 3
o22a_1: 1
-- through the flow --
stage	std cells	power [mW]	area [um^2]	hold slack, ps
global placement	71	0.243	377	367
floorplan	23	0.237	292	361
CTS	74	0.376	399	373
detailed placement	71	0.243	377	367
finish	74	0.367	399	372
global route	74	0.391	399	386
Power is estimated from default activity; no workload was simulated.
